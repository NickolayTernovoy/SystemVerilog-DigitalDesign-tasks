**/design/flow/run.sh**
```bash
#!/bin/bash
# OpenROAD 26Q1-2900-gdf79404cd8, Yosys 0.63+post, stock flow scripts
make -C /OpenROAD-flow-scripts/flow DESIGN_CONFIG=/design/flow/config.mk WORK_HOME=/design/flow/orfs finish
```
**/design/flow/constraint.sdc**
```tcl
current_design float_to_fix

set clk_period 21.9
set clk_io_pct 0.2

create_clock -name clk0 -period $clk_period

set non_clock_inputs [all_inputs -no_clocks]
set_input_delay [expr $clk_period * $clk_io_pct] -clock clk0 $non_clock_inputs
set_output_delay [expr $clk_period * $clk_io_pct] -clock clk0 [all_outputs]
```
**/design/flow/config.mk**
```make
export PLATFORM = sky130hd
export DESIGN_NAME = float_to_fix
export DESIGN_NICKNAME = float_to_fix
export VERILOG_FILES = /design/flow/design.v
export SDC_FILE = /design/flow/constraint.sdc
export NUM_CORES = 4
export LEC_CHECK = 1
export CORE_UTILIZATION = 30
export SYNTH_HDL_FRONTEND = slang
```
**/design/flow/design.v**
```verilog
`timescale 1ns / 1ps
module float_to_fix #(
    parameter EXP_MSB_POS    = 14,  
    parameter EXP_LSB_POS    = 10,  
    parameter FLOAT_OP_WIDTH = 16,  
    parameter FIXED_OP_WIDTH = 80   
)(
    input  wire logic                      clk_i                ,  
    input  wire logic                      rst_n_i              ,  
    input  wire logic [FLOAT_OP_WIDTH-1:0] float_point_operand_i,  
    output var  logic [FIXED_OP_WIDTH-1:0] fixed_point_value_o  ,  
    output var  logic                      nan_flag_o           ,  
    output var  logic                      snan_flag_o          ,  
    output var  logic                      inf_flag_o              
);
    logic                                   sign                      ;  
    logic [EXP_MSB_POS - EXP_LSB_POS:0]     exp                       ;  
    logic [EXP_LSB_POS - 1:0]               mantissa                  ;  
    logic                                   normal_bit                ;  
    logic [EXP_MSB_POS - EXP_LSB_POS:0]     norm_exp                  ;  
    logic [EXP_LSB_POS :0]                  norm_mantissa             ;  
    logic [EXP_LSB_POS + 1:0]               sign_norm_mantissa        ;  
    logic [FIXED_OP_WIDTH - 1:0]            fixed_point_value_2s_cmpl ;  
    always_comb begin
        sign     = float_point_operand_i[EXP_MSB_POS + 1              ];  
        exp      = float_point_operand_i[EXP_MSB_POS     : EXP_LSB_POS];  
        mantissa = float_point_operand_i[EXP_LSB_POS - 1 : 0          ];  
    end
    always_comb nan_flag_o = (&exp) & mantissa[EXP_LSB_POS-1];
    always_comb snan_flag_o = (&exp) & ~mantissa[EXP_LSB_POS-1] & (|mantissa[EXP_LSB_POS-2:0]);
    always_comb inf_flag_o = (&exp) & ~(|mantissa);
    always_comb normal_bit = |exp;
    always_comb norm_exp = normal_bit ? exp - 1'b1 : '0;
    always_comb norm_mantissa = {normal_bit, mantissa};
    always_comb fixed_point_value_2s_cmpl = FIXED_OP_WIDTH'({norm_mantissa} << norm_exp);
    always_comb fixed_point_value_o = sign ? FIXED_OP_WIDTH'(~fixed_point_value_2s_cmpl + 1'b1) :
                                             FIXED_OP_WIDTH'( fixed_point_value_2s_cmpl)        ;
    SVA_SNAN_IMPLIES_NAN: assert property (
        @(negedge clk_i) disable iff (~rst_n_i)
        (snan_flag_o) |-> (nan_flag_o)
    ) else $error("Error: sNaN is a subset of NaN and must be asserted simultaneously with nan_flag_o!");
    SVA_NAN_AND_INF_EXCLUSIVE: assert property (
        @(negedge clk_i) disable iff (~rst_n_i)
        (nan_flag_o |-> ~inf_flag_o)
    ) else $error("Error: NaN and +/-Infinity cannot be asserted simultaneously!");
    SVA_INF_AND_NaN_EXCLUSIVE: assert property (
        @(negedge clk_i) disable iff (~rst_n_i)
        (inf_flag_o |-> ~nan_flag_o)
    ) else $error("Error: NaN and +/-Infinity cannot be asserted simultaneously!");
endmodule
```
==> impl_metrics.yaml <==
# synthesis and place-and-route metrics
setup_path:
  worst-path-stages: 15
  cp.buffers_inverters: 5
  path_class: "in2out"
  cp_top_family: "simple AND/OR/NAND/NOR gates"
  endpoint_kind: "output port"
  startpoint_type: "input port"
  slowest_stage: "a2111oi_0"
  crit_fanout: 33
  cp.arrival_ns: 10.34
  crit_chain: "clkdlybuf4s50_1 -> buf_4 -> inv_1 -> ha_1 -> nor4b_2 -> buf_4 -> a2111oi_0 -> nor2_1 -> a2111oi_0 -> nor4_1 -> nor4_1 -> nand3_1 -> or2_1 -> o221a_2 -> clkdlybuf4s50_1"
  cp.required_ns: 17.52
  max_stage_delay_ns: 0.73
logic_synthesis:
  yosys_cells: 496
  top_cell_area_share_pct: 10.2
  top_area_cell: "o31a_1"
  syn_area_per_cell_sq_um: 6.43
  ys_types: 74
  ys_area_sq_um: 3190
  synth_area_sq_um: 3190
  synth_cells: 496
  area_leaders: "o31a_1 (10%), xnor2_1 (5.5%), nand2_1 (5.4%)"
  ys_seq_share_pct: 0
  yosys_warnings: 0
pwr:
  power_density_nw_per_um2: 32.4
  p_seq_share_pct: 0
  total_power_uw: 135
  leakage_uw: 0.00142
  p_int_uw: 65.2
  power_frac_comb_pct: 100.0
  sw_frac_of_total_pct: 51.8
  clkPwrFrac_pct: 0
  net-switching-power_uw: 70.0
  irDropWorstVdd_v: 0.0000119
final_timing:
  drv_slew: 0
  rsz0062_at_grt: "false"
  fmaxAchievable_ghz: 0.0679
  fin_ws_ns: 7.18
  slew_headroom_pct: 39.9
  layout_worst_path_cycle_share_pct: 67.2
  final-setup-viol-count: 0
  fin_crit_ns: 14.72
  tightest_slew_ns: 0.893
  final.setup.tns_ns: 0
  hold_viol: 0
routing:
  drt-total-wl_um: 12100
  wl_per_cell_um: 17.5
  drc: 0
  diodes: 0
  via_per_inst: 5.98
  dr.pass1.iters: 5
  ant_nets: 0
  vias: 4122
  drtIter0Drc: 311
global_route:
  grt_overflow: 0
  grt_max_degree: 90
  track_usage_pct: 21.9
  grt_pass1_vias: 3764
  grt_antenna_before_repair: 0
  grt_pass1_wl_um: 19900
placement:
  numPlacedInstances: 689
  pre_cts_slack_ns: 7.15
  portBuffers: 99
  hpwl_um: 8810
  gp_congestion: 0.956
outcome:
  status: "finished clean"
finish:
  drive_above_1_share_pct: 6.69
  area_delta_synth_final_pct: 30.9
  final_cells: 689
  logic_area_sq_um: 2910
  ff_count: 0
  fin_util_pct: 40.5
  fill_cells: 1061
  layout_top_cell_excl_fill_tap: "clkdlybuf4s50_1"
  final_cell_mix: "clkdlybuf4s50_1 (98), nand2_1 (46), o31a_1 (37)"
  nClkBuffers: 0
  flop_area_sq_um: 0
clock_tree:
  holdBufCountCts: 0
  ctsResizeCount: 0
  post-cts-setup-buffers: 0
flow_run:
  warning_count: 35
  cap_violations: 0
floorplan:
  fp_util_pct: 30.9
  dieWidth_um: 105
  die_area_sq_um: 11100
  fp.dieH_um: 105
  ioPinCount: 101
  core_area_sq_um: 10300
  row_count: 37
min_path:
  hp-class: "in2out"
  holdPathStages: 4
[kinds of logic (layout without fill, tap and decap cells)]
group | Yosys count | in the layout | synth area share (%)
AND/OR/NAND/NOR | 192 | 192 | 32.4
adder cells (fa/ha/maj) | 3 | 3 | 1.18
XOR/XNOR | 30 | 30 | 8.24
AND-OR/OR-AND | 201 | 201 | 46.2
buffers and inverters | 62 | 119 | 9.25
multiplexers | 8 | 8 | 2.78
[Yosys cell counts, drive strengths merged (5+ instances only)]
| cell type | instances |
|---|---|
| a211o | 7 |
| o211ai | 6 |
| o311ai | 6 |
| o31a | 37 |
| a21boi | 9 |
| a21oi | 25 |
| nor4 | 5 |
| and2 | 10 |
| inv | 9 |
| o21ai | 35 |
| o31ai | 16 |
| buf | 20 |
| or4 | 5 |
| xor2 | 10 |
| o22ai | 8 |
| nand2 | 46 |
| a22oi | 5 |
| o221a | 5 |
| nand3 | 12 |
| xnor2 | 20 |
| nor2 | 35 |
| o21a | 6 |
| nor2b | 8 |
| and3 | 5 |
| or2 | 8 |
| nand2b | 11 |
| clkbuf | 33 |
| nor3 | 20 |
| or3 | 6 |
[metal layers]
metal	GRT usage, %	vias up	wire, um	share of wire [%]
met5	0	-	0	0
met3	4.32	17	963	8.0
li1	-	2016	-	-
met4	3.72	0	190	1.6
met2	35.2	207	5380	45
met1	30.7	1882	5550	46
[layout make-up]
cell class                      instances  share of cell area [%]
Inverter                                9                   0.809
Multi-Input combinational cell        434                    69.5
Tap cell                              136                    4.07
Timing Repair Buffer                  110                    25.6
[path summary, 6_finish.rpt]
path / from / end
min: float_point_operand_i[15] / fixed_point_value_o[48]
max: float_point_operand_i[10] / fixed_point_value_o[37]
[power groups by stage]
stage / Combinational, uW / Sequential, uW / Clock [uW]
finish: 135 / 0 / 0
global route: 149 / 0 / 0
CTS: 134 / 0 / 0
[stage by stage]
stage	hold WS [ns]	cell area, sq um
floorplan	8.77	3190
global placement	9.79	4180
detailed placement	9.80	4180
CTS	9.81	4180
global route	9.88	4180
finish	9.81	4180
No activity file was given, so power comes from the tool's default toggle rates.
