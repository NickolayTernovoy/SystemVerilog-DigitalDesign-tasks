[flow/run.sh]
#!/bin/bash
# OpenROAD 26Q1-2900-gdf79404cd8, Yosys 0.63+post, stock flow scripts
make -C /OpenROAD-flow-scripts/flow DESIGN_CONFIG=/design/flow/config.mk WORK_HOME=/design/flow/orfs finish
[flow/config.mk]
export PLATFORM = sky130hd
export DESIGN_NAME = zfa_imm_fli_handler
export DESIGN_NICKNAME = zfa_imm_fli_handler
export VERILOG_FILES = /design/flow/design.v
export SDC_FILE = /design/flow/constraint.sdc
export NUM_CORES = 4
export LEC_CHECK = 1
export CORE_UTILIZATION = 30
export SYNTH_HDL_FRONTEND = slang
[flow/constraint.sdc]
current_design zfa_imm_fli_handler

set clk_period 1.5
set clk_io_pct 0.2

create_clock -name clk0 -period $clk_period [get_ports {clk_i}]

set non_clock_inputs [all_inputs -no_clocks]
set_input_delay [expr $clk_period * $clk_io_pct] -clock clk0 $non_clock_inputs
set_output_delay [expr $clk_period * $clk_io_pct] -clock clk0 [all_outputs]
[flow/design.v]
module zfa_imm_fli_handler #(
    parameter OUT_WIDTH = 64
)(
    input  wire logic                   clk_i       ,  
    input  wire logic                   rst_n_i     ,  
    input  wire logic [4:0]             imm_sel_i   ,  
    input  wire logic [1:0]             type_data_i ,  
    input  wire logic                   nan_boxing_i,  
    input wire  logic                   valid_en_i  ,  
    output      logic [OUT_WIDTH-1:0]   float_out_o    
);
    logic                   sign;           
    logic [10:0]            exp_dp;         
    logic [7:0]             exp_sp;         
    logic [4:0]             exp_hp;         
    logic [2:0]             mantissa_3;     
    logic [15:0]            half_val;       
    logic [31:0]            single_val;     
    logic [63:0]            double_val;     
    logic [OUT_WIDTH-1:0]   float_out;      
    logic [OUT_WIDTH-1:0]   float_out_ff;   
    always_comb sign = (imm_sel_i == '0);
    always_comb begin
        case (imm_sel_i)
            5'd0: begin
                exp_hp = 5'b01111;          
                exp_sp = 8'b01111111;       
                exp_dp = 11'b01111111111;   
            end
            5'd1: begin
                exp_hp = 5'b00001;          
                exp_sp = 8'b00000001;       
                exp_dp = 11'b00000000001;   
            end
            5'd2: begin
                exp_hp = 5'b00000;          
                exp_sp = 8'b01101111;       
                exp_dp = 11'b01101111111;   
            end
            5'd3: begin
                exp_hp = 5'b00000;          
                exp_sp = 8'b01110000;       
                exp_dp = 11'b01110000000;   
            end
            5'd4: begin
                exp_hp = 5'b01110;          
                exp_sp = 8'b01110111;       
                exp_dp = 11'b01110111111;   
            end
            5'd5: begin
                exp_hp = 5'b01111;          
                exp_sp = 8'b01111000;       
                exp_dp = 11'b01111000000;   
            end
            5'd6: begin
                exp_hp = 5'b01011;          
                exp_sp = 8'b01111011;       
                exp_dp = 11'b01111011111;   
            end
            5'd7: begin
                exp_hp = 5'b01101;          
                exp_sp = 8'b01111100;       
                exp_dp = 11'b01111100000;   
            end
            5'd8: begin
                exp_hp = 5'b01110;          
                exp_sp = 8'b01111101;       
                exp_dp = 11'b01111101111;   
            end
            5'd9: begin
                exp_hp = 5'b01110;          
                exp_sp = 8'b01111101;       
                exp_dp = 11'b01111101111;   
            end
            5'd10: begin
                exp_hp = 5'b01110;          
                exp_sp = 8'b01111101;       
                exp_dp = 11'b01111101111;   
            end
            5'd11: begin
                exp_hp = 5'b01110;          
                exp_sp = 8'b01111101;       
                exp_dp = 11'b01111101111;   
            end
            5'd12: begin
                exp_hp = 5'b01110;          
                exp_sp = 8'b01111110;       
                exp_dp = 11'b01111110000;   
            end
            5'd13: begin
                exp_hp = 5'b01110;          
                exp_sp = 8'b01111110;       
                exp_dp = 11'b01111110000;   
            end
            5'd14: begin
                exp_hp = 5'b01110;          
                exp_sp = 8'b01111110;       
                exp_dp = 11'b01111110000;   
            end
            5'd15: begin
                exp_hp = 5'b01110;          
                exp_sp = 8'b01111110;       
                exp_dp = 11'b01111110000;   
            end
            5'd16: begin
                exp_hp = 5'b01111;          
                exp_sp = 8'b01111111;       
                exp_dp = 11'b01111111111;   
            end
            5'd17: begin
                exp_hp = 5'b01111;          
                exp_sp = 8'b01111111;       
                exp_dp = 11'b01111111111;   
            end
            5'd18: begin
                exp_hp = 5'b01111;          
                exp_sp = 8'b01111111;       
                exp_dp = 11'b01111111111;   
            end
            5'd19: begin
                exp_hp = 5'b01111;          
                exp_sp = 8'b01111111;       
                exp_dp = 11'b01111111111;   
            end
            5'd20: begin
                exp_hp = 5'b10000;          
                exp_sp = 8'b10000000;       
                exp_dp = 11'b10000000000;   
            end
            5'd21: begin
                exp_hp = 5'b10000;          
                exp_sp = 8'b10000000;       
                exp_dp = 11'b10000000000;   
            end
            5'd22: begin
                exp_hp = 5'b10000;          
                exp_sp = 8'b10000000;       
                exp_dp = 11'b10000000000;   
            end
            5'd23: begin
                exp_hp = 5'b10001;          
                exp_sp = 8'b10000001;       
                exp_dp = 11'b10000000001;   
            end
            5'd24: begin
                exp_hp = 5'b10010;          
                exp_sp = 8'b10000010;       
                exp_dp = 11'b10000000010;   
            end
            5'd25: begin
                exp_hp = 5'b10011;          
                exp_sp = 8'b10000011;       
                exp_dp = 11'b10000000011;   
            end
            5'd26: begin
                exp_hp = 5'b10110;          
                exp_sp = 8'b10000110;       
                exp_dp = 11'b10000000110;   
            end
            5'd27: begin
                exp_hp = 5'b10111;          
                exp_sp = 8'b10000111;       
                exp_dp = 11'b10000000111;   
            end
            5'd28: begin
                exp_hp = 5'b11110;          
                exp_sp = 8'b10001110;       
                exp_dp = 11'b10000001110;   
            end
            5'd29: begin
                exp_hp = 5'b11111;          
                exp_sp = 8'b10001111;       
                exp_dp = 11'b10000001111;   
            end
            5'd30: begin
                exp_hp = 5'b11111;          
                exp_sp = 8'b11111111;       
                exp_dp = 11'b11111111111;   
            end
            5'd31: begin
                exp_hp = 5'b11111;          
                exp_sp = 8'b11111111;       
                exp_dp = 11'b11111111111;   
            end
            default: begin
                exp_hp = '0;
                exp_sp = '0;
                exp_dp = '0;
            end
        endcase
    end
    always_comb begin
        case (imm_sel_i)
            5'd9,  5'd13, 5'd17, 5'd21: mantissa_3 = 3'b010;
            5'd10, 5'd14, 5'd22, 5'd31: mantissa_3 = 3'b100;
            5'd11, 5'd15, 5'd19:        mantissa_3 = 3'b110;
            default:                    mantissa_3 = 3'b000;
        endcase
    end
    always_comb half_val   = {sign, exp_hp, mantissa_3, {7 {1'b0}} };
    always_comb single_val = {sign, exp_sp, mantissa_3, {20{1'b0}} };
    always_comb double_val = {sign, exp_dp, mantissa_3, {49{1'b0}} };
    always_comb begin
        float_out = '0;
        case (type_data_i)
            2'b00: begin  
                float_out[15:0] = half_val;
                float_out[OUT_WIDTH-1:16] = nan_boxing_i ? '1 : '0;
            end
            2'b01: begin  
                float_out[31:0] = single_val;
                float_out[OUT_WIDTH-1:32] = nan_boxing_i ? '1 : '0;
            end
            2'b10: begin  
                float_out = double_val;
            end
            2'b11: begin  
                float_out[15:0] = {sign, exp_sp, mantissa_3, {4{1'b0}}};
                float_out[OUT_WIDTH-1:16] = nan_boxing_i ? '1 : '0;
                end
            default: begin
                float_out = '0;
            end
        endcase
    end
    always_ff @(posedge clk_i or negedge rst_n_i) begin
        if (~rst_n_i)
            float_out_ff <= '0;
        else if (valid_en_i)
            float_out_ff <= float_out;
    end
    assign float_out_o = float_out_ff;
endmodule
==> run summary <==
Count of library flops with an enable pin -> 0
DR pass1 iterations -> 4
Placed Area -> 0.00338 mm²
Commonest Layout Cell -> buf_4
Pwr Density -> 784 mW/mm²
Hold-fix buffers, CTS -> 0
Buf+Inv Stages, Crit Path -> 1
Fmax -> 0.691 GHz
Ratio of cells with drive above 1 in the final layout -> 25.1%
Uppermost layer routed -> met4
FF-to-FF End -> float_out_o[49]
Die area -> 0.00828 mm²
Final-report hold violation count -> 0
Min Hold Slack -> 0.384 ns
Met3 routed WL -> 278 µm
Die Ht -> 91.0 µm
Critical path capture point type -> output pin
CP top delay family -> buffers and inverters
Total of warnings raised by yosys -> 0
Arrival @ worst endpoint -> 1.15 ns
WP data required -> 1.20 ns
Syn Inst Count -> 277
FP Util -> 30.9%
Post-synthesis adder-cell area fraction -> 4.74%
YS chip area -> 0.00237 mm²
Setup TNS -> 0 ns
Ys async rst share -> 100%
Avg Cell Area, Syn -> 8.57 µm²
AND-OR/OR-AND share of the synthesized area -> 20.5%
Worst Setup Start Kind -> register
Worst Path Class, Setup -> reg2out
Max FFs per register -> 36
Vias per inst -> 4.70
Tool warning count -> 34
Core Footprint -> 0.00769 mm²
Placer Congestion -> 0.852
Initial DRC Count -> 109
CP max FO -> 2
Seq share, synth -> 37.9%
Rows -> 32
# fillers -> 753
R2R Setup Slk -> 0.57 ns
Pin count of the biggest net entering global routing -> 37
Max-Cap Viols -> 0
Crit-path max cell delay -> 0.47 ns
Global route overflow -> 0
WL/cell -> 13.3 µm
Fin area -> 0.00357 mm²
Critical-path cell list -> clkdlybuf4s50_1
Final Power -> 0.00280 W
Area grow syn2layout -> 50.2%
CTS tree -> built
Reg clk slew, reported paths -> 0.07 ns
Gr usage total -> 16.4%
Maximum vdd drop -> 0.000261 V
CTS Buffer Depth -> 2
Vias in the first global route -> 2,161
Post-DP HPWL -> 4870 µm
Yosys reg bits -> 36
WL met1 -> 3040 µm
Top FF cell, synth -> dfrtp_1
DR vias -> 2,244
Most common logic cells in the final layout -> buf_4 (56), clkdlybuf4s50_1 (41), dfrtp_1 (35)
Final worst path period need -> 1.45 ns
LEAKAGE -> 1.66 nW
Clock skew -> 0 ns
Antenna Nets Post-Route -> 0
Clk root buf -> clkbuf_8
I/O pin count -> 75
Worst path slowest cell -> clkdlybuf4s50_1
Die width -> 91.0 µm
Class of the worst hold path -> in2async
Fin util -> 46.4%
R2R depth -> 2
Clock H-tree levels -> 2
Worst flop-to-flop path startpoint -> float_out_o[49]
TritonCTS buffer count -> 5
Yosys cell count -> 277
Clk ins delay skew pair -> 0.29 ns
First-pass GRT wire length -> 10,800 µm
Synth Area in Simple Gates -> 19.4%
Initial antenna violation count -> 0
Fin crit share -> 96.5%
Status -> complete, no violations
WL final -> 6330 µm
Slew Viols, Final -> 0
Drt drc -> 0
Met2 Routed Length -> 2910 µm
N_diodes -> 0
XOR Share, Synth -> 0%
Cell area after synthesis -> 0.00237 mm²
Library cells used by synthesis -> 46
Comb area leader -> AND-OR/OR-AND gates
IO buf count -> 69
Sink Count -> 36
Mux frac, synth -> 1.32%
# setup viols final -> 0
cell type report:
class	instances	area, µm²	area share (%)
multi-input cells	180	1170	32.7
well taps	102	128	3.58
clock inverters	2	35.0	0.982
flip-flops and latches	36	902	25.3
inverters	18	72.6	2.04
repair buffers	133	1190	33.3
clock buffers	6	72.6	2.04
synthesized netlist by cell type, drive strengths merged, types with 2 or more instances:
master / n / area, µm²
o22ai: 5 / 31.3
a21oi: 25 / 133
a31oi: 5 / 31.3
a22oi: 2 / 20.0
a32oi: 3 / 26.3
o21a: 2 / 15.0
nand3b: 4 / 30.0
nor2b: 6 / 37.5
nand4: 2 / 12.5
nand3: 8 / 45.0
and2: 5 / 31.3
o311ai: 2 / 17.5
inv: 18 / 67.6
dfrtp: 36 / 901
clkbuf: 10 / 38.8
o221ai: 6 / 52.6
buf: 37 / 272
mux2i: 2 / 20.0
ha: 9 / 113
o22a: 3 / 26.3
a211oi: 2 / 15.0
o211ai: 2 / 15.0
nand2b: 10 / 62.6
o21ai: 12 / 60.1
nor3: 3 / 15.0
and3: 2 / 12.5
nor2: 27 / 101
a221oi: 2 / 30.0
nand2: 18 / 70.1
power breakdown:
part / total (W) / switching [W] / internal [W]
logic: 0.000833 / 0.000319 / 0.000514
registers: 0.00113 / 0.0000617 / 0.00107
clock network: 0.000828 / 0.000335 / 0.000493
total: 0.00280 / 0.000716 / 0.00208
layer usage:
layer / global-route usage, % / up-vias
li1: - / 1121
met1: 25.6 / 1051
met2: 25.3 / 64
met3: 2.21 / 8
met4: 2.65 / 0
met5: 0 / -
metrics by stage:
stage	setup slack [ns]	std cells
after global placement	-0.669	464
after floorplan	-0.116	281
after CTS	-0.0660	478
after detailed placement	-0.720	464
final	0.0521	477
after global routing	-0.00592	477
timing repair:
action | CTS | global route
setup endpoints to repair | 58 | 29
gates resized | 44 | 18
gates cloned | 1 | 0
setup buffers | 5 | 0
pin swaps | 3 | 4
logic make-up after synthesis:
logic type / Yosys count
buf+inv: 65
simple gates: 90
flops: 36
other cells: 1
fa+ha+maj: 9
mux: 3
compound gates: 73
how the worst max path moves through the flow:
stage / from / endpoint / slack (ns) / depth (start not counted)
after CTS: float_out_o[49] / float_out_o[44] / -0.07 / 2
after global routing: float_out_o[20] / float_out_o[18] / -0.006 / 1
final: float_out_o[10] / float_out_o[10] / 0.05 / 1
No activity file was given, so power comes from the tool's default toggle rates.
