## flow/design.v

```verilog
module fp4_multiplier_lut_e2m1 (
    input  logic [3:0] operand_a,
    input  logic [3:0] operand_b,
    output logic [3:0] result_o
);
    logic        result_sign;   
    logic [2:0]  magnitude;     
    always_comb result_sign = operand_a[3] ^ operand_b[3];
    always_comb begin
        magnitude = 3'b000;
        case ({operand_a[2:0], operand_b[2:0]})
            {3'b001, 3'b001}:
                magnitude = 3'b001;  
            {3'b001, 3'b010},
            {3'b010, 3'b001}:
                magnitude = 3'b001;  
            {3'b001, 3'b011},
            {3'b011, 3'b001}:
                magnitude = 3'b010;  
            {3'b001, 3'b110},
            {3'b110, 3'b001}:
                magnitude = 3'b011;  
            {3'b001, 3'b111},
            {3'b111, 3'b001}:
                magnitude = 3'b110;  
            {3'b010, 3'b010}:
                magnitude = 3'b010;  
            {3'b010, 3'b011},
            {3'b011, 3'b010}:
                magnitude = 3'b011;  
            {3'b010, 3'b110},
            {3'b110, 3'b010}:
                magnitude = 3'b110;  
            {3'b010, 3'b111},
            {3'b111, 3'b010}:
                magnitude = 3'b111;  
            {3'b011, 3'b011}:
                magnitude = 3'b110;  
            {3'b011, 3'b110},
            {3'b110, 3'b011}:
                magnitude = 3'b111;  
            {3'b011, 3'b111},
            {3'b111, 3'b011}:
                magnitude = 3'b111;  
            {3'b110, 3'b110}:
                magnitude = 3'b111;  
            {3'b110, 3'b111},
            {3'b111, 3'b110}:
                magnitude = 3'b111;  
            {3'b111, 3'b111}:
                magnitude = 3'b111;  
            default:
                magnitude = 3'b000;
        endcase
    end
    always_comb result_o = {result_sign, magnitude};
endmodule
```

## flow/run.sh

```bash
#!/bin/bash
# OpenROAD 26Q1-2900-gdf79404cd8, Yosys 0.63+post, stock flow scripts
make -C /OpenROAD-flow-scripts/flow DESIGN_CONFIG=/design/flow/config.mk WORK_HOME=/design/flow/orfs finish
```

## flow/config.mk

```make
export PLATFORM = sky130hd
export DESIGN_NAME = fp4_multiplier_lut_e2m1
export DESIGN_NICKNAME = fp4_multiplier_lut_e2m1
export VERILOG_FILES = /design/flow/design.v
export SDC_FILE = /design/flow/constraint.sdc
export NUM_CORES = 4
export LEC_CHECK = 1
export CORE_AREA = 10 10 70 70
export DIE_AREA = 0 0 80 80
export SYNTH_HDL_FRONTEND = slang
```

## flow/constraint.sdc

```tcl
current_design fp4_multiplier_lut_e2m1

set clk_period 2.1
set clk_io_pct 0.2

create_clock -name clk0 -period $clk_period

set non_clock_inputs [all_inputs -no_clocks]
set_input_delay [expr $clk_period * $clk_io_pct] -clock clk0 $non_clock_inputs
set_output_delay [expr $clk_period * $clk_io_pct] -clock clk0 [all_outputs]
```

==> flow_summary.ini <==
; yosys + openroad results
[status]
outcome = finished clean

[die]
fp-row-count = 21
die_x_um = 80
fp_util_pct = 6.703
chipArea_um2 = 6400
core_area_um2 = 3416
dieHeight_um = 80
io-pin-count = 12

[detailed_routing]
vias_per_cell = 3.242
drc = 0
routed_wl_um = 800
drt_first_pass_iters = 3
ant_nets = 0
avgRoutedWirePerCell_um = 8.421
drtIter0Drc = 11
vias = 308
diodes = 0

[critical_path]
cp_max_fo = 3
start_kind = input pin
required_ns = 1.68
worst_setup_path_end_kind = output port
cp.arrival_ns = 1.62
critPathKind = in2out

[logic_synthesis]
ys_area_um2 = 229.0
postSynthAreaPerCell_um2 = 7.386
top_cell_area_share_pct = 16.39
yosys_cells = 31
postSynthSeqShare_pct = 0
yosysTopAreaCell = ha_1
synth_cells = 31
yosysUniqueCellTypes = 23
yosysWarningCount = 0
syn-cell-area_um2 = 229.0
top_cells_by_area = ha_1 (16%), mux4_2 (9.8%), a21oi_1 (6.6%)

[global_routing]
grt_pass1_wl_mm = 1.283
grt-ovfl-total = 0
grt_max_degree = 10
grt_pass1_vias = 296
antenna_found_initial = 0
grt_usage_pct = 2.291

[sta]
worst_pin_slew_ns = 0.2802
rsz0062_at_grt = false
period_used_pct = 97.18
hold_ws_ns = 1.337
finalSetupViolations = 0
drv_slew = 0
final-hold-violation-count = 0
max_freq_mhz = 490.0
relSlewSlack_pct = 81.08
period_needed_ns = 2.041

[placed_design]
post-dp-hpwl_um = 680.7
portBuffers = 12
place_congestion = 0.6558

[power]
clkPwrFrac_pct = 0
power.density_nw_per_um2 = 165.1
seqPwrFrac_pct = 0
p_leak_nw = 0.1934
switchingPower_mw = 0.03179
p_int_mw = 0.04630
p_comb_share_pct = 100.0
swShare_pct = 40.71
ir_drop_uv = 59.19

[finish]
fill_cells = 404
flop_area_um2 = 0
syn_to_final_growth_pct = 106.6
clock_buffers = 0
layout-drive-gt1-share_pct = 36.73
nFlopsAndLatches = 0
final_util_pct = 13.85

[clock_tree]
hold_buffers = 0
post_cts_buffers = 0

[job]
warnings = 35
maxCapViolations = 0

[worst_hold_path]
hold_path.class = in2out
==> cell usage in the layout (no fill, tap or decap), drive strengths merged <==
cell,Yosys,final
nor3b,1,1
o32ai,1,1
mux2i,1,1
a21oi,3,3
ha,3,3
clkdlybuf4s50,0,3
nand3,1,1
o311ai,1,1
xor2,1,1
o211ai,1,1
a31oi,1,1
o22ai,1,1
buf,2,12
or2b,2,2
nand4b,1,1
nor2,2,2
o31ai,1,1
clkdlybuf4s15,0,1
mux4,1,1
o21ai,2,2
nand2,1,1
dlygate4sd2,0,4
o2bb2ai,1,1
dlymetal6s2s,0,1
inv,2,2
==> power by group through the flow <==
stage         Sequential (mW)  Combinational, mW  Clock (mW)
CTS                         0             0.0775           0
global route                0             0.0862           0
finish                      0             0.0781           0
==> stage by stage <==
stage	setup TNS [ns]	worst slack [ns]	power, mW	area (µm²)	cells
6_report	0	0.05928	0.07809	473.0	95
5_1_grt	0	0.005542	0.08625	473.0	95
4_1_cts	-0.003447	-0.003447	0.07754	462.9	95
3_5_place_dp	-1.796	-0.6991	0.08031	457.9	95
3_3_place_gp	-1.674	-0.6766	0.07820	457.9	95
2_1_floorplan	0	0.3716	0.03080	229.0	31
==> path summary, 6_finish.rpt <==
kind          from     endpoint  slack, ns  cells past startpoint
min   operand_a[1]  result_o[0]       1.34                      4
max   operand_b[0]  result_o[0]       0.06                      7
==> cell families after synthesis <==
family / synth area share, %
xor gates and xnor gates: 3.826
buffers and inverters: 10.38
AOI/OAI and AO/OA: 34.43
muxes: 14.21
and+or+nand+nor: 20.76
adders and majority gates: 16.40
==> critical path, stage by stage <==
cell and delay (ns):
buf_2 0.13, inv_2 0.05, ha_2 0.17, mux4_2 0.44
o211ai_1 0.18, o31ai_1 0.09, buf_2 0.12
==> cells in the mapped netlist <==
cell type and count:
buf_4 1, o22ai_1 1, nand4b_1 1, mux2i_1 1, a21oi_1 3, ha_1 3, xor2_1 1, mux4_2 1
clkbuf_1 1, o311ai_0 1, o21ai_0 2, nor2_1 2, nand2_1 1, o31ai_1 1, o2bb2ai_1 1, nand3_1 1
a31oi_1 1, inv_1 2, o211ai_1 1, o32ai_1 1, buf_2 1, nor3b_1 1, or2b_1 2
==> timing repair <==
action / in CTS / in global routing
gates resized: 22 / 5
hold endpoints to repair: 0 / 0
endpoints found under the setup margin: 3 / 3
pin swaps: 3 / 2
==> metal layers <==
layer  track usage [%]  vias to the layer above  share of wire (%)
li1                  -                      155                  -
met1             3.183                      145                 49
met5                 0                        -                  0
met2             3.933                        8                 45
met4                 0                        0                  0
met3            0.2273                        0                5.3
==> final cells by class <==
cell class | instances | area [µm²] | share of cell area [%]
Inverter | 2 | 7.507 | 1.587
Timing Repair Buffer | 21 | 177.7 | 37.57
Tap cell | 46 | 57.56 | 12.17
Multi-Input combinational cell | 26 | 230.2 | 48.68
No activity file was given, so power comes from the tool's default toggle rates.
